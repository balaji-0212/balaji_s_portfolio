===== /design/flow/config.mk =====
export PLATFORM = sky130hd
export DESIGN_NAME = light_abft
export DESIGN_NICKNAME = light_abft
export VERILOG_FILES = /design/flow/design.v
export SDC_FILE = /design/flow/constraint.sdc
export NUM_CORES = 4
export LEC_CHECK = 1
export CORE_UTILIZATION = 50

===== /design/flow/constraint.sdc =====
current_design light_abft

set clk_period 12.7
set clk_io_pct 0.2

create_clock -name clk0 -period $clk_period [get_ports {clk}]

set non_clock_inputs [all_inputs -no_clocks]
set_input_delay [expr $clk_period * $clk_io_pct] -clock clk0 $non_clock_inputs
set_output_delay [expr $clk_period * $clk_io_pct] -clock clk0 [all_outputs]

===== /design/flow/design.v =====
module acc_16(clk,rst,ip,op);
input clk,rst;
input [15:0]ip;
output [15:0]op;
reg [15:0]acc;
always@(posedge clk)
begin
if(rst)
  acc=16'b0;
else    
  acc=acc+ip;
end
assign op=acc;
endmodule
module acc_8(clk,rst,ip,op);
input clk,rst;
input [7:0]ip;
output [7:0]op;
reg [7:0]acc;
always@(posedge clk)
begin
if(rst)
  acc=8'b0;
else    
  acc=acc+ip;
end
assign op=acc;
endmodule
module light_abft(clk,rst,rst1,s1,s2,s3,c1,c2,c3,c4,r1,r2,r3,r4,p1,p2,p3,p4,error,
q11,q12,q13,q14,q21,q22,q23,q24,q31,q32,q33,q34,q41,q42,q43,q44);
input  clk,rst,rst1;
input  [1:0]  s1,s2,s3;
input  [7:0]  c1,c2,c3,c4,r1,r2,r3,r4;
input  [15:0] p1,p2,p3,p4;
output reg error;
output [7:0] q11,q12,q13,q14,q21,q22,q23,q24,q31,q32,q33,q34,q41,q42,q43,q44;
wire [7:0]  a1,a2,a3,a4,b1,b2,b3,b4,m1,m2;
wire [15:0] q1,q2,q3,q4,m3;
wire [15:0] mac_op,acc_op;
wire [7:0] p11,p12,p13,p14,p21,p22,p22_f,p23,p24,p31,p32,p33,p34,p41,p42,p43,p44;
assign p11=110;assign p12=150;assign p13=190;assign p14=230;
assign p21=60;assign p22=80;assign p23=100;assign p24=120;assign p22_f=70;
assign p31=120;assign p32=160;assign p33=200;assign p34=240;
assign p41=90;assign p42=120;assign p43=150;assign p44=180;
acc_8 u0(clk,rst,c1,a1);
acc_8 u1(clk,rst,c2,a2);
acc_8 u2(clk,rst,c3,a3);
acc_8 u3(clk,rst,c4,a4);
mux_41_8 u4(a1,a2,a3,a4,s1,m1);
acc_8 u5(clk,rst,r1,b1);
acc_8 u6(clk,rst,r2,b2);
acc_8 u7(clk,rst,r3,b3);
acc_8 u8(clk,rst,r4,b4);
mux_41_8 u9(b1,b2,b3,b4,s2,m2);
mac_8 u10(clk,rst1,m1,m2,mac_op);
acc_16 u11(clk,rst,p1,q1);
acc_16 u12(clk,rst,p2,q2);
acc_16 u13(clk,rst,p3,q3);
acc_16 u14(clk,rst,p4,q4);
mux_41_16 u15(q1,q2,q3,q4,s3,m3);
acc_16 u16(clk,rst1,m3,acc_op);
matrix_code u17(error,p11,p12,p13,p14,p21,p22,p22_f,p23,p24,p31,p32,p33,p34,p41,p42,p43,p44,
                   q11,q12,q13,q14,q21,q22,q23,q24,q31,q32,q33,q34,q41,q42,q43,q44);
always@(posedge clk)
begin
   if(rst==1'b1 && rst1==1'b1 && mac_op!=acc_op) 
     error=1'b1;
   else 
     error=1'b0;
end
endmodule
module mac_8(clk,rst,a,b,mac_op);
input clk,rst;
input [7:0]a,b;
output [15:0]mac_op;
wire [15:0]mul_op;
reg [15:0]acc;
assign mul_op=a*b;
always@(posedge clk)
begin
if(rst)
  acc=16'b0;
else    
  acc=acc+mul_op;
end
assign mac_op=acc;
endmodule
module matrix_code(err,p11,p12,p13,p14,p21,p22,p22_f,p23,p24,p31,p32,p33,p34,p41,p42,p43,p44,
                   q11,q12,q13,q14,q21,q22,q23,q24,q31,q32,q33,q34,q41,q42,q43,q44);
input err;  
input [7:0] p11,p12,p13,p14,p21,p22,p22_f,p23,p24,p31,p32,p33,p34,p41,p42,p43,p44;
output [7:0] q11,q12,q13,q14,q21,q22,q23,q24,q31,q32,q33,q34,q41,q42,q43,q44;
wire [7:0]pa1,pa2,pa3,pa4,pf1,pf2,pf3,pf4;
wire p1,p2,p3,p4;
wire [7:0]z11,z12,z13;
wire [7:0]z21,z22,z23;
wire [7:0]z31,z32,z33;
wire [7:0]z41,z42,z43;
assign pa1=p11 ^ p21 ^ p31 ^ p41;
assign pa2=p12 ^ p22 ^ p32 ^ p42;
assign pa3=p13 ^ p23 ^ p33 ^ p43;
assign pa4=p14 ^ p24 ^ p34 ^ p44;
assign pf1=p11 ^ p21 ^ p31 ^ p41;
assign pf2=p12 ^ p22_f ^ p32 ^ p42;
assign pf3=p13 ^ p23 ^ p33 ^ p43;
assign pf4=p14 ^ p24 ^ p34 ^ p44;
assign p1=|(pa1^pf1); 
assign p2=|(pa2^pf2); 
assign p3=|(pa3^pf3); 
assign p4=|(pa4^pf4); 
assign z11 = p11 ^ p12 ^ p13;
assign z12 = p11 ^ p12 ^ p14;
assign z13 = p11 ^ p13 ^ p14;
assign z21 = p21 ^ p22 ^ p23;
assign z22 = p21 ^ p22 ^ p24;
assign z23 = p21 ^ p23 ^ p24;
assign z31 = p31 ^ p32 ^ p33;
assign z32 = p31 ^ p32 ^ p34;
assign z33 = p31 ^ p33 ^ p34;
assign z41 = p41 ^ p42 ^ p43;
assign z42 = p41 ^ p42 ^ p44;
assign z43 = p41 ^ p43 ^ p44;
matrix_code_row u0(err,p11,p12,p13,p14,z11,z12,z13,q11,q12,q13,q14);
matrix_code_row u1(err,p21,p22_f,p23,p24,z21,z22,z23,q21,q22,q23,q24);
matrix_code_row u2(err,p31,p32,p33,p34,z31,z32,z33,q31,q32,q33,q34);
matrix_code_row u3(err,p41,p42,p43,p44,z41,z42,z43,q41,q42,q43,q44);
endmodule
module matrix_code_row(err,p11,p12,p13,p14,z11,z12,z13,q11,q12,q13,q14);
input err;  
input [7:0] p11,p12,p13,p14,z11,z12,z13;
output reg [7:0] q11,q12,q13,q14;
wire [7:0]c11,c12,c13;
wire [7:0]zz11,zz12,zz13;
assign c11 = p11 ^ p12 ^ p13;
assign c12 = p11 ^ p12 ^ p14;
assign c13 = p11 ^ p13 ^ p14;
assign zz11 = c11 ^ z11;
assign zz12 = c12 ^ z12;
assign zz13 = c13 ^ z13;
always@(err,p11,p12,p13,p14,zz11,zz12,zz13)
begin
if(err==1'b1)
begin
if(zz11==8'b0 && zz12==8'b0 && zz13==8'b0)
begin
q11 <= p11;
q12 <= p12;
q13 <= p13;
q14 <= p14;
end
else if(zz11!=8'b0 && zz12!=8'b0 && zz13!=8'b0)
begin 
q11 <= z11 ^ p12 ^ p13;
q12 <= p12;
q13 <= p13;
q14 <= p14;
end
else if(zz11!=8'b0 && zz12!=8'b0 && zz13==8'b0)
begin 
q11 <= p11;
q12 <= z11 ^ p11 ^ p13;
q13 <= p13;
q14 <= p14;
end
else if(zz11!=8'b0 && zz12==8'b0 && zz13!=8'b0)
begin 
q11 <= p11;
q12 <= p12;
q13 <= z11 ^ p11 ^ p12;
q14 <= p14;
end
else if(zz11==8'b0 && zz12!=8'b0 && zz13!=8'b0)
begin 
q11 <= p11;
q12 <= p12;
q13 <= p13;
q14 <= z13 ^ p11 ^ p13;
end
end
end
endmodule
module mux_41_16(a,b,c,d,s,q);
input  [15:0] a,b,c,d;
input  [1:0] s;
output reg [15:0] q;
always@(a,b,c,d,s)
begin
  case(s)
       2'b00:q=a;
       2'b01:q=b;
       2'b10:q=c;
       2'b11:q=d;
  endcase
end
endmodule
module mux_41_8(a,b,c,d,s,q);
input  [7:0] a,b,c,d;
input  [1:0] s;
output reg [7:0] q;
always@(a,b,c,d,s)
begin
  case(s)
       2'b00:q=a;
       2'b01:q=b;
       2'b10:q=c;
       2'b11:q=d;
  endcase
end
endmodule

===== /design/flow/run.sh =====
#!/bin/bash
# OpenROAD 26Q1-2900-gdf79404cd8, Yosys 0.63+post, stock flow scripts
make -C /OpenROAD-flow-scripts/flow DESIGN_CONFIG=/design/flow/config.mk WORK_HOME=/design/flow/orfs finish

==> notes.org <==
#+TITLE: Physical design notes

** Status
- The flow ran to the end, and the final reports show no timing, DRC or antenna violations.

** Yosys
- Distinct cells, synth :: approximately 67
- The synthesized netlist handed to floorplanning was reported with a cell count of 1,575.
- By count the netlist is led by 174 x sky130_fd_sc_hd__nor2_1, 166 x sky130_fd_sc_hd__ha_1, 161 x sky130_fd_sc_hd__dfxtp_1.
- Post-synthesis area per instance :: 8.92 µm²
- For this design, Yosys synthesis ends with a cell count of about 1,600.
- Sequential element share of the synthesized area :: between 20% and 30%
- Most popular library cell in the synthesized design by count :: sky130_fd_sc_hd__nor2_1
- Chip area line of the yosys report :: 14,000 µm²
- Per the synth stats, the flop cell with the highest instance count is sky130_fd_sc_hd__dfxtp_1.
- After synthesis, the largest area contributor takes up between 20% and 30% of total cell area.
- Ranking of synthesized cells by area :: sky130_fd_sc_hd__dfxtp_1 23%, sky130_fd_sc_hd__ha_1 15%, sky130_fd_sc_hd__fa_1 9.0%
- The Yosys step of the flow raised 7 warnings.
- Summed over all instances, the cell type with the most area after synthesis is sky130_fd_sc_hd__dfxtp_1.
- Before any placement, the netlist area is recorded as roughly 14,000 µm².
- Yosys reported a register bit count of 161.
- Counting flops with a built-in enable in the synthesized netlist gives 0.
- Yosys reported that registers with async set or reset make up 0%.

** Final timing
- Worst Max-Slew Pin Slew :: 772 ps
- Across all checked pins, the minimum headroom to the slew limit is about half.
- Count of final setup violators :: 0
- The clock arrives with 10.6 ps of skew.
- After layout, the worst path uses 58.6% of the clock period.
- The most critical hold endpoint after final layout shows a slack of 575 ps.
- Max Freq :: 134 MHz
- Setup repair after global routing missed its margin :: no
- Counting endpoints that fail hold in the final report gives 0.
- Setup Total Neg Slack :: 0 ps
- Per the final report, max-transition violations number 0.
- The worst path in the final design needs a cycle of approximately 7400 ps, including I/O delays and setup.

** Finish
- After the flow finishes, the layout carries non-filler instances totaling 2,090.
- Share of post-route cells with drive strength above 1 :: approximately 4.5%
- Area overhead of the layout relative to synthesis :: 13.2%

** Placed design
- Per the placement report, the placed cell count is slightly above 2,000.
- Port Buffers :: between 100 and 150
- At the end of routability-driven placement, the weighted congestion stood at 0.911.
- Once detailed placement completed, the half-perimeter wirelength came to 25.6 mm.

** CTS
- Post-cts gate resize count :: 0
- The number of clock buffers added by TritonCTS is 17.
- Clock Tree Root :: sky130_fd_sc_hd__clkbuf_16
- Clock transition at path regs :: 60 ps
- Late-Pin Clk Latency :: 430 ps
- The clock net in this run drives a total of about 160 sinks.
- CTS tree :: done
- Post-CTS Setup Repair Bufs :: 0
- Buffers inserted to repair hold after CTS numbered 0.
- No sink is reached through more buffers than the 2 on the longest clock path.
- CTS built an H-tree with a depth of 4.

** Drt
- Total routed wirelength :: 31.3 mm
- Iter 0 DRT Violations :: about 500
- Per the post-route antenna check, the number of violating nets is 0.
- For this run, the detailed router reports a per-instance via density of 4.99.
- Before antenna repair, the detailed router went through 5 iterations.
- Number of DRC violations after detailed routing :: 0
- Dividing the detail-routed wire length by the instance count gives 15.0 µm.
- For this block, the via count after detailed routing is about 10,000.

** Global routing
- Via count of the first global-routing pass :: 9,940
- Global routing consumed, on the met3 layer, 6.46% of the routing resources.
- Met2 layer usage reported by global route :: between 30 and 40%
- Summed over all layers, the global routing overflow is 0.
- Pin count of the biggest net entering global routing :: roughly 73
- GRT Total Usage :: 23.0%
- Global-route layer with the greatest usage :: met1
- Antenna violations before repair :: 2
- Global-route track usage on met1 :: 35.4%
- Global-route wire length before repair :: 50.1 mm

** Setup path
- STA classifies the critical path endpoint as a register.
- Ordered cell list for the critical path :: clkdlybuf4s50_1 -> mux4_2 -> and2_1 -> fa_1 -> fa_1 -> inv_1 -> fa_1 -> fa_1 -> inv_1 -> ha_1 -> o21a_1 -> a2111oi_2 -> o21bai_1 -> a31oi_1 -> xor2_1 -> nor2_1
- Crit Path Category :: in2reg
- The timing report lists the critical path depth as 16 cells.
- Most frequent cell on the critical path :: sky130_fd_sc_hd__fa_1
- Along the critical path, the tally of buffer and inverter instances is 3.
- For the worst flop-to-flop path, the logic depth is 15.
- Max FO, Critical Path :: 8
- Arrival time worst endpoint :: ~7800 ps
- Delay-heaviest family, CP :: adder cells
- Kind of start point of the critical path :: primary input
- Per STA, the highest per-stage delay on the worst path measures 780 ps.
- Required arrival time at the worst endpoint :: 13,000 ps
- Master of the slowest instance on the critical path :: sky130_fd_sc_hd__clkdlybuf4s50_1

** Power and ir drop
- For this design the static power due to leakage is around 7.4 nW.
- Overall power consumption after layout is estimated at 3.23 mW.
- Power density cells :: ~200 nW/µm²
- IR analysis of the VDD net gives a maximum drop of 0.000135 V.

** Floorplan
- # rows :: approximately 60
- Die height :: approximately 170 µm
- Before placement the cells fill 51.6% of the core.
- The floorplan step set the die width to 170 µm.
- Chip area :: approximately 29,000 µm²
- In this run the count of I/O pins placed on the die edge is between 200 and 300.
- The total area inside the core boundary comes to 27,300 µm².

** Hold path
- Hold Path Stages :: 2
- The type recorded for the worst min-delay path is reg2reg.

** Job
- The tool flagged a number of max-cap violations equal to 0.
- Tool warnings :: 25
## worst paths after layout
path | startpoint | to | slack, ps
worst max-delay path | s2[1] | u10.acc[14] | 5260
worst min-delay path | u1.acc[0] | u1.acc[0] | 580
worst max register to register | u5.acc[2] | u10.acc[14] | 7930
worst min register to register | u1.acc[0] | u1.acc[0] | 580
## cells by family (layout without fill, tap and decap cells)
| kind of cell | count (synthesis) | count (layout) | share of synthesized area [%] |
|---|---|---|---|
| AOI/OAI and AO/OA | 283 | 283 | 13.4 |
| xor gates and xnor gates | 117 | 117 | 7.29 |
| adders and majority gates | 229 | 229 | 23.8 |
| buffers and inverters | 295 | 311 | 11.3 |
| DFF | 161 | 161 | 22.9 |
| muxes | 44 | 44 | 6.09 |
| other | 2 | 129 | 0.0535 |
| and+or+nand+nor | 444 | 444 | 15.1 |
## worst reg2reg max path, stage by stage (launching register included)
cell and delay, ps:
sky130_fd_sc_hd__dfxtp_1 330, sky130_fd_sc_hd__mux4_2 570, sky130_fd_sc_hd__and2_1 230, sky130_fd_sc_hd__fa_1 440, sky130_fd_sc_hd__fa_1 480, sky130_fd_sc_hd__inv_1 50, sky130_fd_sc_hd__fa_1 490, sky130_fd_sc_hd__fa_1 490
sky130_fd_sc_hd__inv_1 40, sky130_fd_sc_hd__ha_1 310, sky130_fd_sc_hd__o21a_1 150, sky130_fd_sc_hd__a2111oi_2 460, sky130_fd_sc_hd__o21bai_1 180, sky130_fd_sc_hd__a31oi_1 220, sky130_fd_sc_hd__xor2_1 160, sky130_fd_sc_hd__nor2_1 50
## per-stage QoR
stage                     setup WS (ps)  instance area [µm²]  util, %
after global routing               4930                15900     58.4
after global placement             4860                15300     56.2
final                              5260                15900     58.4
after CTS                          5220                15900     58.4
after floorplan                    5490                14500        -
after detailed placement           4780                15300     56.2
## registers in the layout, indices dropped and copies added (netlist names)
name and cells:
u6.acc 8, u1.acc 8, u3.acc 8, u7.acc 8
u14.acc 16, u2.acc 8, u11.acc 16, u5.acc 8
u16.acc 16, error 1, u8.acc 8, u10.acc 16
u12.acc 16, u0.acc 8, u13.acc 16
## routing by layer
layer / wire length [µm] / vias up / share of wire [%]
met5: 10 / - / 0.032
li1: - / 5391 / -
met3: 2110 / 23 / 6.7
met4: 391 / 2 / 1.2
met2: 13800 / 267 / 44
met1: 15000 / 4748 / 48
## report_power, final
group / switching (mW) / internal (mW) / total, mW / leakage (nW)
sequential: 0.138 / 0.685 / 0.823 / 1.34
combinational: 0.999 / 0.886 / 1.88 / 5.74
clock: 0.228 / 0.293 / 0.521 / 0.276
total: 1.36 / 1.86 / 3.23 / 7.36
## cell usage in the layout, fill, tap and decap left out, drive strengths merged, types with 8 or more instances in the layout
master / synthesis / final
nor2: 175 / 175
ha: 166 / 166
dfxtp: 161 / 161
inv: 138 / 143
clkdlybuf4s50: 0 / 136
conb: 2 / 128
nand2: 74 / 74
o21ai: 66 / 66
fa: 63 / 63
nor2b: 62 / 62
xnor2: 61 / 61
a21oi: 60 / 60
xor2: 56 / 56
and2: 41 / 41
nor3: 40 / 40
a21o: 36 / 36
mux4: 32 / 32
a211oi: 25 / 25
o21a: 25 / 25
clkbuf: 27 / 18
nand2b: 13 / 13
mux2: 12 / 12
o41ai: 10 / 10
o21bai: 8 / 8
## cell type report
type | instances | area [µm²]
inverter | 138 | 518
clock inverter | 13 | 151
sequential | 161 | 3220
antenna | 1 | 2.50
timing repair buffer | 142 | 1410
tap | 372 | 465
clock buffer | 18 | 429
multi-input combinational | 1245 | 9710
fill | 2397 | 11300
No activity file was given, so power comes from the tool's default toggle rates.
